<file path="/design/flow/design.v">
module memory_inverse(a,b,clk,reset);
input clk,reset;
input [7:0]a;
output [7:0]b;
reg [7:0]b;
always@(posedge clk or negedge reset)
begin
	if(!reset)
	begin
		b<=#1 8'b00000000;
	end
else if(a==8'b10001110) begin b <=#1    8'b00000010; end 
else if(a==8'b01000111) begin b <=#1    8'b00000100; end 
else if(a==8'b10101101) begin b <=#1    8'b00001000; end 
else if(a==8'b11011000) begin b <=#1    8'b00010000; end 
else if(a==8'b01101100) begin b <=#1    8'b00100000; end 
else if(a==8'b00110110) begin b <=#1    8'b01000000; end 
else if(a==8'b00011011) begin b <=#1    8'b10000000; end 
else if(a==8'b10000011) begin b <=#1    8'b00011101; end 
else if(a==8'b11001111) begin b <=#1    8'b00111010; end 
else if(a==8'b11101001) begin b <=#1    8'b01110100; end 
else if(a==8'b11111010) begin b <=#1    8'b11101000; end 
else if(a==8'b01111101) begin b <=#1    8'b11001101; end 
else if(a==8'b10110000) begin b <=#1    8'b10000111; end 
else if(a==8'b01011000) begin b <=#1    8'b00010011; end 
else if(a==8'b00101100) begin b <=#1    8'b00100110; end 
else if(a==8'b00010110) begin b <=#1    8'b01001100; end 
else if(a==8'b00001011) begin b <=#1    8'b10011000; end 
else if(a==8'b10001011) begin b <=#1    8'b00101101; end 
else if(a==8'b11001011) begin b <=#1    8'b01011010; end 
else if(a==8'b11101011) begin b <=#1    8'b10110100; end 
else if(a==8'b11111011) begin b <=#1    8'b01110101; end 
else if(a==8'b11110011) begin b <=#1    8'b11101010; end 
else if(a==8'b11110111) begin b <=#1    8'b11001001; end 
else if(a==8'b11110101) begin b <=#1    8'b10001111; end 
else if(a==8'b11110100) begin b <=#1    8'b00000011; end 
else if(a==8'b01111010) begin b <=#1    8'b00000110; end 
else if(a==8'b00111101) begin b <=#1    8'b00001100; end 
else if(a==8'b10010000) begin b <=#1    8'b00011000; end 
else if(a==8'b01001000) begin b <=#1    8'b00110000; end 
else if(a==8'b00100100) begin b <=#1    8'b01100000; end 
else if(a==8'b00010010) begin b <=#1    8'b11000000; end 
else if(a==8'b00001001) begin b <=#1    8'b10011101; end 
else if(a==8'b10001010) begin b <=#1    8'b00100111; end 
else if(a==8'b01000101) begin b <=#1    8'b01001110; end 
else if(a==8'b10101100) begin b <=#1    8'b10011100; end 
else if(a==8'b01010110) begin b <=#1    8'b00100101; end 
else if(a==8'b00101011) begin b <=#1    8'b01001010; end 
else if(a==8'b10011011) begin b <=#1    8'b10010100; end 
else if(a==8'b11000011) begin b <=#1    8'b00110101; end 
else if(a==8'b11101111) begin b <=#1    8'b01101010; end 
else if(a==8'b11111001) begin b <=#1    8'b11010100; end 
else if(a==8'b11110010) begin b <=#1    8'b10110101; end 
else if(a==8'b01111001) begin b <=#1    8'b01110111; end 
else if(a==8'b10110010) begin b <=#1    8'b11101110; end 
else if(a==8'b01011001) begin b <=#1    8'b11000001; end 
else if(a==8'b10100010) begin b <=#1    8'b10011111; end 
else if(a==8'b01010001) begin b <=#1    8'b00100011; end 
else if(a==8'b10100110) begin b <=#1    8'b01000110; end 
else if(a==8'b01010011) begin b <=#1    8'b10001100; end 
else if(a==8'b10100111) begin b <=#1    8'b00000101; end 
else if(a==8'b11011101) begin b <=#1    8'b00001010; end 
else if(a==8'b11100000) begin b <=#1    8'b00010100; end 
else if(a==8'b01110000) begin b <=#1    8'b00101000; end 
else if(a==8'b00111000) begin b <=#1    8'b01010000; end 
else if(a==8'b00011100) begin b <=#1    8'b10100000; end 
else if(a==8'b00001110) begin b <=#1    8'b01011101; end 
else if(a==8'b00000111) begin b <=#1    8'b10111010; end 
else if(a==8'b10001101) begin b <=#1    8'b01101001; end 
else if(a==8'b11001000) begin b <=#1    8'b11010010; end 
else if(a==8'b01100100) begin b <=#1    8'b10111001; end 
else if(a==8'b00110010) begin b <=#1    8'b01101111; end 
else if(a==8'b00011001) begin b <=#1    8'b11011110; end 
else if(a==8'b10000010) begin b <=#1    8'b10100001; end 
else if(a==8'b01000001) begin b <=#1    8'b01011111; end 
else if(a==8'b10101110) begin b <=#1    8'b10111110; end 
else if(a==8'b01010111) begin b <=#1    8'b01100001; end 
else if(a==8'b10100101) begin b <=#1    8'b11000010; end 
else if(a==8'b11011100) begin b <=#1    8'b10011001; end 
else if(a==8'b01101110) begin b <=#1    8'b00101111; end 
else if(a==8'b00110111) begin b <=#1    8'b01011110; end 
else if(a==8'b10010101) begin b <=#1    8'b10111100; end 
else if(a==8'b11000100) begin b <=#1    8'b01100101; end 
else if(a==8'b01100010) begin b <=#1    8'b11001010; end 
else if(a==8'b00110001) begin b <=#1    8'b10001001; end 
else if(a==8'b10010110) begin b <=#1    8'b00001111; end 
else if(a==8'b01001011) begin b <=#1    8'b00011110; end 
else if(a==8'b10101011) begin b <=#1    8'b00111100; end 
else if(a==8'b11011011) begin b <=#1    8'b01111000; end 
else if(a==8'b11100011) begin b <=#1    8'b11110000; end 
else if(a==8'b11111111) begin b <=#1    8'b11111101; end 
else if(a==8'b11110001) begin b <=#1    8'b11100111; end 
else if(a==8'b11110110) begin b <=#1    8'b11010011; end 
else if(a==8'b01111011) begin b <=#1    8'b10111011; end 
else if(a==8'b10110011) begin b <=#1    8'b01101011; end 
else if(a==8'b11010111) begin b <=#1    8'b11010110; end 
else if(a==8'b11100101) begin b <=#1    8'b10110001; end 
else if(a==8'b11111100) begin b <=#1    8'b01111111; end 
else if(a==8'b01111110) begin b <=#1    8'b11111110; end 
else if(a==8'b00111111) begin b <=#1    8'b11100001; end 
else if(a==8'b10010001) begin b <=#1    8'b11011111; end 
else if(a==8'b11000110) begin b <=#1    8'b10100011; end 
else if(a==8'b01100011) begin b <=#1    8'b01011011; end 
else if(a==8'b10111111) begin b <=#1    8'b10110110; end 
else if(a==8'b11010001) begin b <=#1    8'b01110001; end 
else if(a==8'b11100110) begin b <=#1    8'b11100010; end 
else if(a==8'b01110011) begin b <=#1    8'b11011001; end 
else if(a==8'b10110111) begin b <=#1    8'b10101111; end 
else if(a==8'b11010101) begin b <=#1    8'b01000011; end 
else if(a==8'b11100100) begin b <=#1    8'b10000110; end 
else if(a==8'b01110010) begin b <=#1    8'b00010001; end 
else if(a==8'b00111001) begin b <=#1    8'b00100010; end 
else if(a==8'b10010010) begin b <=#1    8'b01000100; end 
else if(a==8'b01001001) begin b <=#1    8'b10001000; end 
else if(a==8'b10101010) begin b <=#1    8'b00001101; end 
else if(a==8'b01010101) begin b <=#1    8'b00011010; end 
else if(a==8'b10100100) begin b <=#1    8'b00110100; end 
else if(a==8'b01010010) begin b <=#1    8'b01101000; end 
else if(a==8'b00101001) begin b <=#1    8'b11010000; end 
else if(a==8'b10011010) begin b <=#1    8'b10111101; end 
else if(a==8'b01001101) begin b <=#1    8'b01100111; end 
else if(a==8'b10101000) begin b <=#1    8'b11001110; end 
else if(a==8'b01010100) begin b <=#1    8'b10000001; end 
else if(a==8'b00101010) begin b <=#1    8'b00011111; end 
else if(a==8'b00010101) begin b <=#1    8'b00111110; end 
else if(a==8'b10000100) begin b <=#1    8'b01111100; end 
else if(a==8'b01000010) begin b <=#1    8'b11111000; end 
else if(a==8'b00100001) begin b <=#1    8'b11101101; end 
else if(a==8'b10011110) begin b <=#1    8'b11000111; end 
else if(a==8'b01001111) begin b <=#1    8'b10010011; end 
else if(a==8'b10101001) begin b <=#1    8'b00111011; end 
else if(a==8'b11011010) begin b <=#1    8'b01110110; end 
else if(a==8'b01101101) begin b <=#1    8'b11101100; end 
else if(a==8'b10111000) begin b <=#1    8'b11000101; end 
else if(a==8'b01011100) begin b <=#1    8'b10010111; end 
else if(a==8'b00101110) begin b <=#1    8'b00110011; end 
else if(a==8'b00010111) begin b <=#1    8'b01100110; end 
else if(a==8'b10000101) begin b <=#1    8'b11001100; end 
else if(a==8'b11001100) begin b <=#1    8'b10000101; end 
else if(a==8'b01100110) begin b <=#1    8'b00010111; end 
else if(a==8'b00110011) begin b <=#1    8'b00101110; end 
else if(a==8'b10010111) begin b <=#1    8'b01011100; end 
else if(a==8'b11000101) begin b <=#1    8'b10111000; end 
else if(a==8'b11101100) begin b <=#1    8'b01101101; end 
else if(a==8'b01110110) begin b <=#1    8'b11011010; end 
else if(a==8'b00111011) begin b <=#1    8'b10101001; end 
else if(a==8'b10010011) begin b <=#1    8'b01001111; end 
else if(a==8'b11000111) begin b <=#1    8'b10011110; end 
else if(a==8'b11101101) begin b <=#1    8'b00100001; end 
else if(a==8'b11111000) begin b <=#1    8'b01000010; end 
else if(a==8'b01111100) begin b <=#1    8'b10000100; end 
else if(a==8'b00111110) begin b <=#1    8'b00010101; end 
else if(a==8'b00011111) begin b <=#1    8'b00101010; end 
else if(a==8'b10000001) begin b <=#1    8'b01010100; end 
else if(a==8'b11001110) begin b <=#1    8'b10101000; end 
else if(a==8'b01100111) begin b <=#1    8'b01001101; end 
else if(a==8'b10111101) begin b <=#1    8'b10011010; end 
else if(a==8'b11010000) begin b <=#1    8'b00101001; end 
else if(a==8'b01101000) begin b <=#1    8'b01010010; end 
else if(a==8'b00110100) begin b <=#1    8'b10100100; end 
else if(a==8'b00011010) begin b <=#1    8'b01010101; end 
else if(a==8'b00001101) begin b <=#1    8'b10101010; end 
else if(a==8'b10001000) begin b <=#1    8'b01001001; end 
else if(a==8'b01000100) begin b <=#1    8'b10010010; end 
else if(a==8'b00100010) begin b <=#1    8'b00111001; end 
else if(a==8'b00010001) begin b <=#1    8'b01110010; end 
else if(a==8'b10000110) begin b <=#1    8'b11100100; end 
else if(a==8'b01000011) begin b <=#1    8'b11010101; end 
else if(a==8'b10101111) begin b <=#1    8'b10110111; end 
else if(a==8'b11011001) begin b <=#1    8'b01110011; end 
else if(a==8'b11100010) begin b <=#1    8'b11100110; end 
else if(a==8'b01110001) begin b <=#1    8'b11010001; end 
else if(a==8'b10110110) begin b <=#1    8'b10111111; end 
else if(a==8'b01011011) begin b <=#1    8'b01100011; end 
else if(a==8'b10100011) begin b <=#1    8'b11000110; end 
else if(a==8'b11011111) begin b <=#1    8'b10010001; end 
else if(a==8'b11100001) begin b <=#1    8'b00111111; end 
else if(a==8'b11111110) begin b <=#1    8'b01111110; end 
else if(a==8'b01111111) begin b <=#1    8'b11111100; end 
else if(a==8'b10110001) begin b <=#1    8'b11100101; end 
else if(a==8'b11010110) begin b <=#1    8'b11010111; end 
else if(a==8'b01101011) begin b <=#1    8'b10110011; end 
else if(a==8'b10111011) begin b <=#1    8'b01111011; end 
else if(a==8'b11010011) begin b <=#1    8'b11110110; end 
else if(a==8'b11100111) begin b <=#1    8'b11110001; end 
else if(a==8'b11111101) begin b <=#1    8'b11111111; end 
else if(a==8'b11110000) begin b <=#1    8'b11100011; end 
else if(a==8'b01111000) begin b <=#1    8'b11011011; end 
else if(a==8'b00111100) begin b <=#1    8'b10101011; end 
else if(a==8'b00011110) begin b <=#1    8'b01001011; end 
else if(a==8'b00001111) begin b <=#1    8'b10010110; end 
else if(a==8'b10001001) begin b <=#1    8'b00110001; end 
else if(a==8'b11001010) begin b <=#1    8'b01100010; end 
else if(a==8'b01100101) begin b <=#1    8'b11000100; end 
else if(a==8'b10111100) begin b <=#1    8'b10010101; end 
else if(a==8'b01011110) begin b <=#1    8'b00110111; end 
else if(a==8'b00101111) begin b <=#1    8'b01101110; end 
else if(a==8'b10011001) begin b <=#1    8'b11011100; end 
else if(a==8'b11000010) begin b <=#1    8'b10100101; end 
else if(a==8'b01100001) begin b <=#1    8'b01010111; end 
else if(a==8'b10111110) begin b <=#1    8'b10101110; end 
else if(a==8'b01011111) begin b <=#1    8'b01000001; end 
else if(a==8'b10100001) begin b <=#1    8'b10000010; end 
else if(a==8'b11011110) begin b <=#1    8'b00011001; end 
else if(a==8'b01101111) begin b <=#1    8'b00110010; end 
else if(a==8'b10111001) begin b <=#1    8'b01100100; end 
else if(a==8'b00001010) begin b <=#1    8'b11001000; end 
else if(a==8'b11010010) begin b <=#1    8'b10001101; end 
else if(a==8'b01101001) begin b <=#1    8'b00000111; end 
else if(a==8'b10111010) begin b <=#1    8'b00001110; end 
else if(a==8'b01011101) begin b <=#1    8'b00011100; end 
else if(a==8'b10100000) begin b <=#1    8'b00111000; end 
else if(a==8'b01010000) begin b <=#1    8'b01110000; end 
else if(a==8'b00101000) begin b <=#1    8'b11100000; end 
else if(a==8'b00010100) begin b <=#1    8'b11011101; end 
else if(a==8'b00000101) begin b <=#1    8'b10100111; end 
else if(a==8'b10001100) begin b <=#1    8'b01010011; end 
else if(a==8'b01000110) begin b <=#1    8'b10100110; end 
else if(a==8'b00100011) begin b <=#1    8'b01010001; end 
else if(a==8'b10011111) begin b <=#1    8'b10100010; end 
else if(a==8'b11000001) begin b <=#1    8'b01011001; end 
else if(a==8'b11101110) begin b <=#1    8'b10110010; end 
else if(a==8'b01110111) begin b <=#1    8'b01111001; end 
else if(a==8'b10110101) begin b <=#1    8'b11110010; end 
else if(a==8'b11010100) begin b <=#1    8'b11111001; end 
else if(a==8'b01101010) begin b <=#1    8'b11101111; end 
else if(a==8'b00110101) begin b <=#1    8'b11000011; end 
else if(a==8'b10010100) begin b <=#1    8'b10011011; end 
else if(a==8'b01001010) begin b <=#1    8'b00101011; end 
else if(a==8'b00100101) begin b <=#1    8'b01010110; end 
else if(a==8'b10011100) begin b <=#1    8'b10101100; end 
else if(a==8'b01001110) begin b <=#1    8'b01000101; end 
else if(a==8'b00100111) begin b <=#1    8'b10001010; end 
else if(a==8'b10011101) begin b <=#1    8'b00001001; end 
else if(a==8'b11000000) begin b <=#1    8'b00010010; end 
else if(a==8'b01100000) begin b <=#1    8'b00100100; end 
else if(a==8'b00110000) begin b <=#1    8'b01001000; end 
else if(a==8'b00011000) begin b <=#1    8'b10010000; end 
else if(a==8'b00001100) begin b <=#1    8'b00111101; end 
else if(a==8'b00000110) begin b <=#1    8'b01111010; end 
else if(a==8'b00000011) begin b <=#1    8'b11110100; end 
else if(a==8'b10001111) begin b <=#1    8'b11110101; end 
else if(a==8'b11001001) begin b <=#1    8'b11110111; end 
else if(a==8'b11101010) begin b <=#1    8'b11110011; end 
else if(a==8'b01110101) begin b <=#1    8'b11111011; end 
else if(a==8'b10110100) begin b <=#1    8'b11101011; end 
else if(a==8'b01011010) begin b <=#1    8'b11001011; end 
else if(a==8'b00101101) begin b <=#1    8'b10001011; end 
else if(a==8'b10011000) begin b <=#1    8'b00001011; end 
else if(a==8'b01001100) begin b <=#1    8'b00010110; end 
else if(a==8'b00100110) begin b <=#1    8'b00101100; end 
else if(a==8'b00010011) begin b <=#1    8'b01011000; end 
else if(a==8'b10000111) begin b <=#1    8'b10110000; end 
else if(a==8'b11001101) begin b <=#1    8'b01111101; end 
else if(a==8'b11101000) begin b <=#1    8'b11111010; end 
else if(a==8'b01110100) begin b <=#1    8'b11101001; end 
else if(a==8'b00111010) begin b <=#1    8'b11001111; end 
else if(a==8'b00011101) begin b <=#1    8'b10000011; end 
else if(a==8'b10000000) begin b <=#1    8'b00011011; end 
else if(a==8'b01000000) begin b <=#1    8'b00110110; end 
else if(a==8'b00100000) begin b <=#1    8'b01101100; end 
else if(a==8'b00010000) begin b <=#1    8'b11011000; end 
else if(a==8'b00001000) begin b <=#1    8'b10101101; end 
else if(a==8'b00000100) begin b <=#1    8'b01000111; end 
else if(a==8'b00000010) begin b <=#1    8'b10001110; end 
else if(a==8'b00000001) begin b <=#1    8'b00000001; end 
end
endmodule
</file>
<file path="/design/flow/run.sh">
#!/bin/bash
# OpenROAD 26Q1-2900-gdf79404cd8, Yosys 0.63+post, stock flow scripts
make -C /OpenROAD-flow-scripts/flow DESIGN_CONFIG=/design/flow/config.mk WORK_HOME=/design/flow/orfs finish
</file>
<file path="/design/flow/config.mk">
export PLATFORM = sky130hd
export DESIGN_NAME = memory_inverse
export DESIGN_NICKNAME = memory_inverse
export VERILOG_FILES = /design/flow/design.v
export SDC_FILE = /design/flow/constraint.sdc
export NUM_CORES = 4
export LEC_CHECK = 1
export CORE_UTILIZATION = 30
</file>
<file path="/design/flow/constraint.sdc">
current_design memory_inverse

set clk_period 1.3
set clk_io_pct 0.2

create_clock -name clk0 -period $clk_period [get_ports {clk}]

set non_clock_inputs [all_inputs -no_clocks]
set_input_delay [expr $clk_period * $clk_io_pct] -clock clk0 $non_clock_inputs
set_output_delay [expr $clk_period * $clk_io_pct] -clock clk0 [all_outputs]
</file>
==> summary.log <==
[outcome] outcome finished with violations
[outcome] violated checks negative setup slack
[power] maximum resistive drop on vdd 0.599 mV
[sta] post-layout period usage 2.39
[route] DRC errors left 0
[floorplanning] total core area 13900 um^2
[power] areal power density over the cells 384 nW/um^2
[layout] number of flip-flops in the largest register 8
[clocking] number of buffers created by CTS 3
[global_route] antenna violations before repair 1
[floorplanning] number of rows in the core area 43
[route] average detailed-routed wire length per instance 32.4 um
[sta] worst setup margin -1.81 ns
[route] DR pass1 iterations 8
[global_route] GRT Residual Overflow 0
[global_route] pin count of the biggest net entering global routing 27
[clocking] Worst-Skew Late Latency 0.23 ns
[sta] worst hold-check slack 0.310 ns
[worst_setup_path] arrival time reported for the critical path endpoint 3.22 ns
[clocking] clock tree sinks 8
[yosys] Most used DFF post-synth dfrtp_1
[yosys] sequential cell area fraction in the yosys report 0.0465
[yosys] number of flops mapped to enable cells by yosys 0
[sta] final setup violation count 8
[worst_setup_path] endpoint kind of the worst setup timing path flip-flop
[layout] share of post-route cells with drive strength above 1 0.488
[place] count of input and output buffers 17
[layout] final instance count without filler cells 1212
[power] switch share 0.419
[sta] headroom to the max-slew limit 0.402
[place] placed instance count 1157
[sta] slew at the pin with the worst max-slew slack 0.897 ns
[route] total number of vias 8466
[global_route] first-pass GRT wire length 55900 um
[route] post-route ant nets 0
[power] relative contribution of the clock network to total power 0.161
[route] DRT Wirelength 39300 um
[yosys] count of state elements after synthesis 8
[sta] Final Slew Violations 0
[layout] Top Layout Cells buf_4, o22ai_1, a21oi_1
[layout] final core occ 0.599
[floorplanning] Die Footprint 14800 um^2
[place] final RePlAce weighted congestion 1.13
[power] internal power component 1860 uW
[floorplanning] number of top-level pins 18
[clocking] number of hold buffers added after cts 0
[power] combinational cell fraction of total power 0.721
[yosys] # Cells Yosys 715
[floorplanning] Die X 122 um
[power] total power consumption of the routed design 3200 uW
[sta] minimum clock period after layout 3.11 ns
[floorplanning] floorplan utilization 0.309
[worst_setup_path] peak fanout along the critical path 14
[layout] highest-count logic cell in the final layout buf_4
[sta] unrepaired setup endpoints after global routing yes
[sta] Max Clock Freq 322 MHz
[clocking] TritonCTS clock tree built
[power] sequential power share 0.119
[flow_run] total number of warnings across the stage logs 28
[power] net switching power of the design 1340 uW
[sta] Hold Vio Cnt, Final 0
[layout] top register by number of flip-flops b
[place] total half-perimeter wirelength after legalization and detailed placement 28900 um
[worst_setup_path] required time at the worst-slack endpoint 1.41 ns
[yosys] mapped cell area 4310 um^2
[global_route] Total Routing Usage GR 0.543
[sta] final setup skew 0 ns
[yosys] count of synthesis-stage warnings from yosys 1
[global_route] vias in the first global route 7957
[clocking] number of H-tree levels 1
[yosys] async set or reset register ratio after synthesis 1.00
[clocking] CTS Root Buffer Type clkbuf_16
[yosys] synth unique cells 66
[yosys] average instance area after synthesis 6.03 um^2
[layout] Synth-to-Final Area Change 93.6%
[layout] number of fill cells in the layout 1219
[layout] largest registers b (8)
[route] number of DRC markers after the initial detailed-route iteration 1254
[route] DR vias/cell 6.99
[floorplanning] die span in y 122 um
[clocking] Clk pin slew, worst setup/hold paths 0.04 ns
[clocking] maximum buffer depth of the clock tree 2
[power] Static Leakage 0.00357 uW
[yosys] area reported by Yosys stat 4310 um^2
[worst_setup_path] path type of the worst setup path in -> reg
[yosys] gate count after technology mapping 715
[hold_path] classification of the worst-slack hold path in -> async
[worst_setup_path] Critical Path Source Type primary input
[flow_run] Maximum Capacitance Violations 0
## per-stage QoR
| stage | worst slack [ns] | setup TNS [ns] | instance area (um^2) |
|---|---|---|---|
| 4_1_cts | -1.77 | -13.61 | 8110 |
| 2_1_floorplan | -1.74 | -12.40 | 4630 |
| 6_report | -1.81 | -13.82 | 8340 |
| 5_1_grt | -1.84 | -14.19 | 8340 |
| 3_5_place_dp | -2.59 | -20.15 | 7230 |
| 3_3_place_gp | -2.55 | -19.85 | 7230 |
## power groups by stage
stage / clock (uW) / sequential [uW] / combinational (uW)
after CTS: 511 / 381 / 2140
after global routing: 530 / 391 / 2380
final: 515 / 380 / 2310
## per-layer routing
layer / vias up / wire length (um) / track usage / share of wire
met5: - / 111 / 0.0382 / 0.0028
met4: 4 / 3610 / 0.333 / 0.092
met3: 252 / 6140 / 0.263 / 0.16
met2: 805 / 14700 / 0.727 / 0.37
met1: 3942 / 14700 / 0.690 / 0.37
li1: 3463 / - / - / -
## cells by family after synthesis
group / synth area share
simple gates: 0.407
compound gates: 0.416
buf+inv: 0.114
flops: 0.0465
xor+xnor: 0.0102
mux: 0.00697
## worst max-delay path, cell delays in order
cell	delay [ns]
buf_8	0.10
buf_6	0.13
buf_8	0.15
nand4b_4	0.12
o22ai_4	0.09
or4_4	0.49
or4_4	0.56
or4_4	0.50
or4_4	0.49
mux2_4	0.32
## path summary, 6_finish.rpt
| check | startpoint | end | slack, ns | cells past startpoint |
|---|---|---|---|---|
| min in group clk0 | b[4]$_DFFE_PN0P_ | b[4]$_DFFE_PN0P_ | 0.55 | 2 |
| worst min-delay path | reset | b[5]$_DFFE_PN0P_ | 0.31 | 1 |
| worst min register to register | b[4]$_DFFE_PN0P_ | b[4]$_DFFE_PN0P_ | 0.55 | 2 |
| max in group asynchronous | reset | b[3]$_DFFE_PN0P_ | 0.72 | 1 |
| worst max register to register | b[5]$_DFFE_PN0P_ | b[5]$_DFFE_PN0P_ | 0.25 | 2 |
| worst max-delay path | a[0] | b[0]$_DFFE_PN0P_ | -1.81 | 10 |
## repair_timing
| action | CTS | global route |
|---|---|---|
| endpoints found under the setup margin | 12 | 14 |
| gates cloned | 3 | 0 |
| buffers inserted | 41 | 7 |
| resized | 108 | 36 |
| pin swaps | 28 | 13 |
## cell usage after synthesis, types with 3 or more instances
| cell type | number | share of area |
|---|---|---|
| a211oi_1 | 12 | 0.021 |
| a21oi_1 | 70 | 0.081 |
| a221oi_1 | 8 | 0.016 |
| a22oi_1 | 6 | 0.010 |
| a31oi_1 | 10 | 0.015 |
| and3_1 | 6 | 0.0087 |
| and4_1 | 3 | 0.0061 |
| and4b_1 | 5 | 0.012 |
| buf_1 | 17 | 0.015 |
| buf_2 | 17 | 0.020 |
| buf_4 | 5 | 0.0087 |
| clkbuf_1 | 70 | 0.061 |
| dfrtp_1 | 8 | 0.046 |
| inv_1 | 6 | 0.0052 |
| nand2_1 | 43 | 0.037 |
| nand2b_1 | 13 | 0.019 |
| nand3_1 | 18 | 0.021 |
| nand4_1 | 22 | 0.032 |
| nand4b_1 | 7 | 0.014 |
| nand4bb_1 | 10 | 0.026 |
| nor2_1 | 67 | 0.058 |
| nor2b_1 | 6 | 0.0087 |
| nor3_1 | 34 | 0.039 |
| nor3b_1 | 3 | 0.0052 |
| nor4_1 | 29 | 0.042 |
| nor4b_1 | 3 | 0.0061 |
| o2111ai_1 | 9 | 0.018 |
| o211ai_1 | 7 | 0.012 |
| o21ai_0 | 31 | 0.036 |
| o221ai_1 | 6 | 0.012 |
| o22ai_1 | 83 | 0.12 |
| o311ai_0 | 4 | 0.0081 |
| o31ai_1 | 4 | 0.0070 |
| o32ai_1 | 6 | 0.012 |
| or2_2 | 3 | 0.0044 |
| or3_1 | 4 | 0.0058 |
| or4_1 | 12 | 0.021 |
| or4b_2 | 7 | 0.016 |
| xor2_1 | 3 | 0.0061 |
## cell type report
class,count,area [um^2],share of cell area
Tap cell,180,225,0.0270
Multi-Input combinational cell,589,4160,0.499
Clock buffer,3,75.1,0.00900
Inverter,7,31.3,0.00375
Sequential cell,8,200,0.0240
Antenna cell,1,2.50,0.000300
Timing Repair Buffer,424,3640,0.437
Power and IR drop assume default switching activity.

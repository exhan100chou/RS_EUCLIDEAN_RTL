**/design/flow/design.v**
```verilog
module RAM_32_16(clk,ren,wen,addr,Din,Dout);
parameter Words=32;
input clk,ren,wen;
input[4:0]addr;
input[15:0]Din;
output[15:0]Dout;
reg [15:0] RAM [Words-1:0];
reg [15:0] Dout;
always@(posedge clk)
begin
	if(ren) 
	begin
		Dout<=#1 RAM[addr];
	end
	else
	begin
		Dout<=#1 16'bz;
	end
end
always@(posedge clk)
begin
 if(wen)
	begin
	RAM[addr]<=#1 Din;
	end	
end
endmodule
```
**/design/flow/run.sh**
```bash
#!/bin/bash
# OpenROAD 26Q1-2900-gdf79404cd8, Yosys 0.63+post, stock flow scripts
make -C /OpenROAD-flow-scripts/flow DESIGN_CONFIG=/design/flow/config.mk WORK_HOME=/design/flow/orfs finish
```
**/design/flow/config.mk**
```make
export PLATFORM = sky130hd
export DESIGN_NAME = RAM_32_16
export DESIGN_NICKNAME = RAM_32_16
export VERILOG_FILES = /design/flow/design.v
export SDC_FILE = /design/flow/constraint.sdc
export NUM_CORES = 4
export LEC_CHECK = 1
export CORE_UTILIZATION = 30
```
**/design/flow/constraint.sdc**
```tcl
current_design RAM_32_16

set clk_period 2.4
set clk_io_pct 0.2

create_clock -name clk0 -period $clk_period [get_ports {clk}]

set non_clock_inputs [all_inputs -no_clocks]
set_input_delay [expr $clk_period * $clk_io_pct] -clock clk0 $non_clock_inputs
set_output_delay [expr $clk_period * $clk_io_pct] -clock clk0 [all_outputs]
```
==> summary.txt <==
Reports from this run.

- The netlist uses 25 different library cells.
- The simple logic cell fraction of the synthesized area is 0.0314.
- Warnings raised by the tools during the run amount to 27.
- Counting instances in the post-synthesis netlist gives the leading cell types as 512 x sky130_fd_sc_hd__edfxtp_1, 256 x sky130_fd_sc_hd__mux2i_1, 127 x sky130_fd_sc_hd__o22ai_1.
- The signal arrival time at the worst endpoint is ~2.7 ns.
- The cell family contributing the most delay on the critical path is buffers and inverters.
- The cell at the slowest stage of the critical path reads sky130_fd_sc_hd__nor4_1.
- The quantity of I/O buffers inserted on ports reads 38.
- Post-route period utilization is reported as 0.943.
- The count of final max-slew check failures reads 0.
- The area fraction in full adders, half adders and majority gates is 0.
- The reported max-cap violation count is 0.
- TritonCTS built the clock tree.
- The post-CTS setup repair buffer count is 0.
- During I/O placement, the number of pins put on the boundary was approximately 40.
- Counting endpoints that fail hold in the final report gives 0.
- The share of layout cells above drive strength 1 reads 0.184.
- The synthesized netlist has a Yosys-reported chip area of about 20000 sq um.
- Between the synthesized netlist and the finished layout, the area growth was recorded as 23.0%.
- The number of buffers inserted by hold repair at cts is 0.
- Clock tree synthesis inserted a total of roughly 52 buffers.
- According to the floorplan report, the placeable core area is 66000 sq um.
- The routed via count divided by cell count reads approximately 4.7.
- The run finished with clean final reports.
- Setup repair after global routing left no endpoint under its margin.
- The parity-gate share of the synthesized area counting xor and xnor cells is 0.
- The worst setup slack for register-to-register paths is roughly 0.69 ns.
- For this run the aggregate overflow at the end of global routing stands at 0.
- The required time of the worst setup path reads 2.85 ns.
- The measured slew at the worst slew-check pin reads 0.854 ns.
- The post-synthesis area per instance reads around 18 sq um.
- The number of gates resized after cts is 0.
- The area enclosed by the die boundary reads about 68000 sq um.
- The kind of critical path is in2reg.
- The synthesis run identifies the leading combinational cell family as multiplexers.
- The sum of buffers and inverters on the critical path reads 5.
- The worst hold path begins at addr[1].
- The clock insertion delay at the later pin of the skew report reads 0.60 ns.
- The maximum buffer depth of the clock tree reads 3.
- The share of the synthesized area in the top cell type reads 0.767.
- The first routing iteration left about 620 violations.
- The worst-path maximum fanout reads 9.
- The Yosys warning count reads 2.
- The cell area that synthesis handed to floorplanning was about 20000 sq um.
- The starting utilization of the core area reads 0.304.
- The worst setup path is launched from an input pin.
- The gate count after technology mapping reads about 1100.
- The maximum vdd ir drop reads approximately 0.00046 V.
- The wire length per cell reads between 20 and 25 um.
- The start of the worst register-to-register path is RAM[19][9].
- Once synthesis finished, the tally of register bits stood at approximately 530.
- The clock root buffer reads sky130_fd_sc_hd__clkbuf_16.
- The total power consumption of the routed design reads approximately 19 mW.
- The floorplan step set the die width to 261 um.
- The compound-cell area share of the yosys netlist is 0.0403.
- The overall die height is 261 um.
- The fraction of synthesized area in multiplexers reads 0.128.
- The via count of the first global-routing pass reads ~11000.
- The number of enable-type register cells in the synthesized netlist reads roughly 510.
- The dominant synthesized flop cell is sky130_fd_sc_hd__edfxtp_1.
- The number of DRC violations after detailed routing reads 0.
- Per the detail_route report, inserted antenna diodes total 0.
- The portion of the post-synthesis area used by sequential elements reads 0.783.
- The total negative setup slack is 0 ns.
- The dominant cell by count in the synthesized netlist reads sky130_fd_sc_hd__edfxtp_1.
- Overall routing resource usage recorded by global route was 0.146.
- The HPWL after detailed placement reads about 29000 um.
- In the post-synthesis netlist, the biggest area contributors are sky130_fd_sc_hd__edfxtp_1 77%, sky130_fd_sc_hd__mux2i_1 13%, sky130_fd_sc_hd__o22ai_1 4.0%, sky130_fd_sc_hd__dfxtp_1 1.6%, sky130_fd_sc_hd__buf_2 1.1%.
- Measured on the finished design, the core utilization comes to 0.374.
- The worst min-delay path category is in2reg.
- The clock drives roughly 530 sinks.
- The static leakage is 8.58 nW.
- The worst hold path was traced through 5 stages.
- The CTS clock-pin slew for the worst setup and hold paths is 0.06 ns.
- The number of cell instances after yosys synthesis reads 1086.
- The sum of routed wire length over all layers reads around 46000 um.
- The largest net degree at the start of global routing is 34.
- The total of endpoints with negative setup slack in the final report is 0.
- In this run the critical path is formed by clkdlybuf4s50_1 > buf_4 > buf_4 > nand4b_1 > buf_12 > buf_12 > o22ai_1 > nor4_1 > nand2_1.
- The via total after detailed routing is just over 10000.
- Timing would allow up to roughly 0.44 GHz.
- The number of standard-cell rows in the floorplan is around 94.
- The placer congestion estimate is 0.862.
- The end point of the most critical hold path is Dout[15].
- The depth of the most critical reg-to-reg path is 4.
- The number of search-and-repair iterations in the first detailed-routing pass reads 20.
- The first-pass GRT wire length is 67600 um.
- The number of nets still failing antenna checks after routing reads 0.
- The pre-CTS worst setup slack reads -0.406 ns.
- The worst path needs roughly 2.3 ns of the cycle, external delays included.
- The capturing point of the worst reg2reg path reads Dout[9].
- After synthesis, the share of flip-flops with an asynchronous set or reset is 0.
- Headroom to the max-slew limit came out at 0.425.
- Power spread over the standard cell area amounts to between 700 and 800 nW/um^2.
- Once routing completed, OpenROAD measured the worst setup slack at approximately 0.14 ns.
- The clock tree synthesis step divided the H-tree into 2 levels.
- The largest area contributor in the netlist reads sky130_fd_sc_hd__edfxtp_1.
- The capturing element type of the critical path is a register.
- The initial antenna violation count is 0.
- The post-route clock skew is a little under 0.03 ns.
- The delay of the slowest cell on the worst path reads ~0.7 ns.
cell usage in the layout, fill, tap and decap left out, types with 2 or more instances in the layout:
cell type,count
sky130_fd_sc_hd__buf_12,54
sky130_fd_sc_hd__buf_4,109
sky130_fd_sc_hd__clkbuf_1,24
sky130_fd_sc_hd__clkbuf_16,52
sky130_fd_sc_hd__clkbuf_8,5
sky130_fd_sc_hd__clkdlybuf4s50_1,37
sky130_fd_sc_hd__clkinv_1,9
sky130_fd_sc_hd__clkinv_2,3
sky130_fd_sc_hd__dfxtp_1,16
sky130_fd_sc_hd__edfxtp_1,512
sky130_fd_sc_hd__inv_6,2
sky130_fd_sc_hd__mux2i_1,256
sky130_fd_sc_hd__nand2_1,18
sky130_fd_sc_hd__nand3_1,2
sky130_fd_sc_hd__nand3b_1,4
sky130_fd_sc_hd__nand4b_1,4
sky130_fd_sc_hd__nand4bb_1,6
sky130_fd_sc_hd__nor2_1,23
sky130_fd_sc_hd__nor2_2,6
sky130_fd_sc_hd__nor3_2,4
sky130_fd_sc_hd__nor4_1,32
sky130_fd_sc_hd__o22ai_1,127
sky130_fd_sc_hd__or3b_2,3
sky130_fd_sc_hd__or4b_1,3
worst reg2reg max path, cell delays in order (launching register included):
cell,delay [ns]
sky130_fd_sc_hd__edfxtp_1,0.37
sky130_fd_sc_hd__mux2i_1,0.18
sky130_fd_sc_hd__o22ai_1,0.12
sky130_fd_sc_hd__nor4_1,0.75
sky130_fd_sc_hd__nand2_1,0.15
sequential cells by signal (all words and copies together), names as in the netlist:
signal	flops
RAM	512
Dout	16
routing by layer:
| layer | global-route usage | share of wire | vias to the layer above | routed length (um) |
|---|---|---|---|---|
| met5 | 0.0142 | 0.0029 | - | 132 |
| met4 | 0.0312 | 0.024 | 2 | 1110 |
| met3 | 0.101 | 0.16 | 68 | 7140 |
| met2 | 0.219 | 0.46 | 490 | 21000 |
| met1 | 0.175 | 0.36 | 4963 | 16300 |
| li1 | - | - | 4799 | - |
cells by family (layout without fill, tap and decap cells):
| logic type | count (synthesis) | after routing |
|---|---|---|
| buffers and inverters | 65 | 298 |
| muxes | 256 | 256 |
| AOI/OAI and AO/OA | 128 | 128 |
| DFF | 528 | 528 |
| and+or+nand+nor | 109 | 109 |
per-stage QoR:
stage          cells  hold slack (ns)  instance area, sq um
2_1_floorplan   1086            0.576                 20100
3_3_place_gp    2086            0.634                 23100
3_5_place_dp    2086            0.646                 23100
4_1_cts         2183            0.645                 24700
5_1_grt         2183            0.713                 24700
6_report        2183            0.645                 24700
where the power goes:
| group | internal, mW | total, mW | switching, mW |
|---|---|---|---|
| Combinational | 0.474 | 1.04 | 0.569 |
| Sequential | 10.3 | 10.3 | 0.0491 |
| Clock | 4.28 | 7.52 | 3.24 |
final cells by class:
class	instances	area (sq um)
clock inverter	16	113
fill	5833	41300
multi-input combinational	493	4030
clock buffer	81	1460
timing repair buffer	201	2280
tap	864	1080
sequential	528	15700
worst max-delay path by stage:
stage	from	endpoint	cells past startpoint	slack (ns)
final	addr[2]	Dout[9]	9	0.14
after global routing	addr[2]	Dout[9]	9	0.15
after CTS	addr[0]	Dout[2]	9	0.17
Power is estimated from default activity; no workload was simulated.
